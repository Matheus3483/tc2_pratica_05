### flow/config.mk
export PLATFORM = sky130hd
export DESIGN_NAME = custom_dpram
export DESIGN_NICKNAME = custom_dpram
export VERILOG_FILES = /design/flow/design.v
export SDC_FILE = /design/flow/constraint.sdc
export NUM_CORES = 4
export LEC_CHECK = 1
export CORE_AREA = 10 10 70 70
export DIE_AREA = 0 0 80 80
### flow/constraint.sdc
current_design custom_dpram

set clk_period 1.0
set clk_io_pct 0.2

create_clock -name clk0 -period $clk_period [get_ports {clk_i}]

set non_clock_inputs [all_inputs -no_clocks]
set_input_delay [expr $clk_period * $clk_io_pct] -clock clk0 $non_clock_inputs
set_output_delay [expr $clk_period * $clk_io_pct] -clock clk0 [all_outputs]
### flow/design.v
typedef enum logic [1:0] {
    ST_DB_INIT       = 2'b00, 
	ST_DB_DELAY_ON   = 2'b01, 
	ST_DB_DELAY_END  = 2'b10, 
	ST_DB_END        = 2'b11
} estado_db_t;
module custom_dpram
    #(
        parameter  BUS_WIDTH  = 1,
        parameter  DATA_WIDTH = 32,
        parameter  BE_WIDTH   = 4
    )
    (
    input       clk_i,
    input       rst_i,
    input  [BUS_WIDTH-1:0]  adr_i,   
    input  [DATA_WIDTH-1:0] data_i,  
    output [DATA_WIDTH-1:0] data_o,  
    input  we_i,                     
    input  [BE_WIDTH-1:  0] sel_i,   
    input  stb_i,                    
    output ack_o,                    
    output [3:0] A_o,
    output [3:0] B_o,
    output       enable_o,
    input  [7:0] Y_i,
    input        fim_i
);
wire Control_input_w;
wire Control_output_w;
assign Control_input_w = ((we_i == 1'b1)&& (sel_i[0]) == 1'b1)?  data_i[0]: Control_output_w;
registrador                       
	#(
	.DATA_WIDTH(1)                
	)
	 reg_Control_inst
    (
    .clk_i   (clk_i),        
    .rst_i   (rst_i),        
	.en_i (1'b1),
    .data_i  (Control_input_w),    
    .data_o  (Control_output_w) 
    ); 
assign enable_o = Control_output_w;
wire [7:0] AB_input_w;
wire [7:0] AB_output_w;
assign AB_input_w = ((we_i == 1'b1)&& (sel_i[1]) == 1'b1)?  data_i[17:8]: AB_output_w;
registrador                       
	#(
	.DATA_WIDTH(8)                
	)
	 reg_A_inst
    (
    .clk_i   (clk_i),        
    .rst_i   (rst_i),        
	 .en_i (1'b1),
    .data_i  (AB_input_w),    
    .data_o  (AB_output_w) 
    ); 
assign A_o = AB_output_w[3:0];
assign B_o = AB_output_w[7:4];
assign data_o = {7'd0,fim_i,Y_i,AB_output_w,7'd0,Control_output_w};
endmodule
module registrador
#(
    parameter DATA_WIDTH = 32
)
(
    input          	clk_i,
    input          	rst_i,
    input          	en_i,
    input   [DATA_WIDTH-1:0] 	data_i,  
    output	[DATA_WIDTH-1:0] 	data_o  
);
reg [DATA_WIDTH-1:0] data_reg;
    always @(posedge clk_i, negedge rst_i) 
    begin
        if (rst_i == 1'b0)
        begin
            data_reg <= 0;
        end
        else
        begin
            data_reg <= en_i ? data_i : data_reg;
        end
    end
    assign data_o = data_reg;
endmodule
### flow/run.sh
#!/bin/bash
# OpenROAD 26Q1-2900-gdf79404cd8, Yosys 0.63+post, stock flow scripts
make -C /OpenROAD-flow-scripts/flow DESIGN_CONFIG=/design/flow/config.mk WORK_HOME=/design/flow/orfs finish
==> impl_metrics.ini <==
; yosys + openroad results
[run_status]
outcome = finished, violations left
failed_checks = setup timing

[placement]
post_dp_cell_area_um2 = 768
io_buffers = 31
place.gp.congestion = 0.727
dp_hpwl_um = 1270
dp_cells = 113
place_ws_ns = -0.329

[sta]
maxSlewViolCount = 0
rsz0062_at_grt = yes
period_needed_ns = 1.07
setup_viol = 5
final.period_utilization = 1.07
tns_ns = -0.272
max_freq_ghz = 0.939
fin_ws_ns = -0.0655
holdWs_ns = 0.235
finClkSkew_ns = 0
hold_viol = 0

[detailed_routing]
drt_iter0_drc = 1
met3_wirelength_um = 204
wl_met1_um = 542
met2_length_um = 748
drtAntennaViolNets = 0
route.detailed.wl_per_inst_um = 12.3
top_layer_used = met4
drcViolationCount = 0
wl_um = 1510
detail_route.vias_per_cell = 2.93
vias = 360
dr.pass1.iters = 3
antenna_cells = 0

[critical_path]
slowest_delay_ns = 0.39
critPathKind = reg2out
r2r_cells = 3
slowest_stage = dfrtp_1
crit_required_ns = 0.80
cp-end-kind = output pin
crit_family = flip-flops
cp_max_fo = 2
crit_chain = buf_6 -> buf_6
path_common_cell = buf_6
cp.depth = 2
worstSetupStartpointType = register
path_buffers = 2
cp.arrival_ns = 0.87

[grt]
gr-total-overflow = 0
grt_pass1_wl_um = 2210
antenna_found_initial = 0
grt_max_degree = 10
gr-usage-all-layers = 0.0452
grt_pass1_vias = 418

[cts]
postCtsHoldBufs = 0
insertion_delay_ns = 0.25
cts_max_path_buffers = 2
clockRootBuffer = clkbuf_4
ctsHtreeMaxLevel = 1
cts.clk_slew.worst_paths_ns = 0.06
cts_tree = yes
cts.sinks = 9
cts_buffers = 3

[floorplanning]
die_h_um = 80
die_w_um = 80
fp-utilization = 0.172
pin_count = 92
die_area_um2 = 6400
core.rowCount = 21
core_area_um2 = 3420

[synth]
postSynthSeqShare = 0.383
netlist_instances = 54
ys_cells = 54
ys_types = 6
ys.warnings.count = 3
yosys.stat.chipArea_um2 = 588
avgSynthCellArea_um2 = 10.9
numSynthFlops = 9
syn_area_um2 = 588

[final_layout]
drive_gt1_frac = 0.494
layout.cells.non_filler = 123
lay_top_cells = conb_1, buf_2, clkdlybuf4s50_1
largest_reg_flops = 8
final_common_cell = conb_1
final_util = 0.237
postLayoutCellArea_um2 = 811
syn_to_final_growth_pct = 37.9

[worst_hold_path]
min_path_type = in2async

[flow_run]
cap_violations = 0
tool_warnings = 54

[power]
ir_drop_mv = 0.344
leakagePower_nw = 0.400
power_mw = 1.06
power_density_nw_per_um2 = 1310
==> per-layer routing <==
| layer | vias to the layer above | track usage |
|---|---|---|
| li1 | 168 | - |
| met1 | 164 | 0.0434 |
| met2 | 26 | 0.0770 |
| met3 | 2 | 0.0352 |
| met4 | 0 | 0.00528 |
| met5 | - | 0 |
==> cells by family (layout without fill, tap and decap cells) <==
group,count (synthesis),count (layout),synth area share
buf+inv,33,42,0.421
mux,9,9,0.172
simple gates,2,2,0.0170
other cells,1,15,0.00638
flops,9,9,0.383
==> power breakdown <==
group          leakage (nW)  internal [mW]  switching [mW]
logic                 0.279          0.258          0.0797
registers             0.106          0.419          0.0368
clock network        0.0150          0.153           0.116
total                 0.400          0.830           0.232
==> cells in the mapped netlist <==
master    n  area share
dfrtp_1   9        0.38
nand2_1   1      0.0064
nand2_2   1       0.011
conb_1    1      0.0064
mux2_2    9        0.17
buf_4    33        0.42
==> final timing paths <==
kind,endpoint,slack (ns),start
setup / recovery,data_o[8],-0.07,reg_A_inst.data_reg[0]
hold / removal,reg_A_inst.data_reg[1],0.24,rst_i
setup reg to reg,reg_A_inst.data_reg[3],0.01,reg_A_inst.data_reg[3]
hold reg to reg,reg_Control_inst.data_reg,0.53,reg_Control_inst.data_reg
max in group asynchronous,reg_A_inst.data_reg[4],0.63,rst_i
min in group clk0,data_o[16],0.40,Y_i[0]
==> area by class of cell <==
cell class	count	area, um2
sequential	9	225
timing repair buffer	38	322
clock buffer	4	26.3
tap	46	57.6
multi-input combinational	26	180
fill	374	2610
==> what timing repair did <==
| action | in CTS | in global routing |
|---|---|---|
| buffers inserted | 6 | 0 |
| pin swaps | 1 | 1 |
| hold endpoints to repair | 0 | 0 |
| gates resized | 66 | 2 |
| setup endpoints to repair | 26 | 18 |
Power is estimated from default activity; no workload was simulated.

## design/flow/design.v

```verilog
typedef enum logic [1:0] {
    ST_DB_INIT       = 2'b00, 
	ST_DB_DELAY_ON   = 2'b01, 
	ST_DB_DELAY_END  = 2'b10, 
	ST_DB_END        = 2'b11
} estado_db_t;
typedef enum logic [2:0] {
   ST_IDLE    		  = 3'b000, 
	ST_COMPUTE_BIT_0 = 3'b001,
	ST_COMPUTE_BIT_1 = 3'b010,
	ST_COMPUTE_BIT_2 = 3'b011,
	ST_COMPUTE_BIT_3 = 3'b100,
	ST_END			  = 3'b101
} estado_t;
module controlador
(
    input          	    clk_i,
    input          	    rst_i,
    input          	    en_i,
	output	estado_t 	state_o
);
estado_t  state, next_state;
assign state_o = state;
    always @(posedge clk_i, negedge rst_i) 
	 begin
        if (rst_i == 1'b0)
            state <= ST_IDLE;
        else
            state <= next_state;
    end
    always @(en_i, state) begin
        case (state)
            ST_IDLE:
            begin
                if(en_i)
						begin
                    next_state   <=  ST_COMPUTE_BIT_0;
						end
                else
						begin
                    next_state   <=  ST_IDLE;
						end
            end    
            ST_COMPUTE_BIT_0:
            begin	
               next_state     <= ST_COMPUTE_BIT_1 ;
            end
			ST_COMPUTE_BIT_1:
            begin	
               next_state     <= ST_COMPUTE_BIT_2 ;
            end
			ST_COMPUTE_BIT_2:
            begin	
               next_state     <= ST_COMPUTE_BIT_3 ;
            end
			ST_COMPUTE_BIT_3:
            begin	
               next_state     <= ST_END ;
            end
            ST_END:
            begin
                if(en_i)
				begin
                    next_state   <=  ST_END;
				end
                else
				begin
                    next_state   <=  ST_IDLE;
				end
            end
            default: 
            begin   
                next_state     <= ST_IDLE;
            end
        endcase
    end
endmodule
module mult_4bits(
    input   clk_i,   
    input   rst_i,   
    input [3:0] A_i,
    input [3:0] B_i,
    input       en_i,
    output [2:0] estado_o,
    output [7:0] Y_o,
    output       fim_o
);
wire [7:0] A_input_w;
wire [7:0] A_output_w;
assign A_input_w = (state_w == ST_IDLE) ? {4'h0, A_i} : A_output_w << 1;
registrador      
    #(
    .DATA_WIDTH(8)       
    ) 
    reg_A_inst 
    (
    .clk_i  (clk_i),
    .rst_i  (rst_i),
    .en_i   (en_i),
    .data_i (A_input_w),
    .data_o (A_output_w)
    );
wire [3:0] B_input_w;
wire [3:0] B_output_w;
assign B_input_w = (state_w == ST_IDLE)? B_i: B_output_w >> 1;
registrador                       
	#(
	.DATA_WIDTH(4)                
	)
	 reg_B_inst
    (
    .clk_i   (clk_i),        
    .rst_i   (rst_i),        
	 .en_i (1'b1),
    .data_i  (B_input_w),    
    .data_o  (B_output_w) 
    ); 
wire [7:0] Y_input_w;
wire [7:0] Y_output_w;
assign Y_input_w = (state_w == ST_IDLE)? 8'd0:
                   (state_w == ST_END)? Y_output_w:
                   (B_output_w[0])? Y_output_w + A_output_w: Y_output_w;
registrador                       
	#(
	.DATA_WIDTH(8)                
	)
	 reg_Y_inst
    (
    .clk_i  (clk_i),        
    .rst_i  (rst_i),        
	 .en_i (1'b1),
    .data_i (Y_input_w),    
    .data_o (Y_output_w) 
    ); 
estado_t state_w;
controlador controlador_inst
(
    .clk_i   (clk_i),
    .rst_i   (rst_i),
    .en_i    (en_i),
    .state_o (state_w)
);
assign Y_o = Y_output_w;
assign fim_o = (state_w == ST_END)? 1'b1: 1'b0;
assign estado_o = state_w;
endmodule
module registrador
#(
    parameter DATA_WIDTH = 32
)
(
    input          	clk_i,
    input          	rst_i,
    input          	en_i,
    input   [DATA_WIDTH-1:0] 	data_i,  
    output	[DATA_WIDTH-1:0] 	data_o  
);
reg [DATA_WIDTH-1:0] data_reg;
    always @(posedge clk_i, negedge rst_i) 
    begin
        if (rst_i == 1'b0)
        begin
            data_reg <= 0;
        end
        else
        begin
            data_reg <= en_i ? data_i : data_reg;
        end
    end
    assign data_o = data_reg;
endmodule
```

## design/flow/run.sh

```bash
#!/bin/bash
# OpenROAD 26Q1-2900-gdf79404cd8, Yosys 0.63+post, stock flow scripts
make -C /OpenROAD-flow-scripts/flow DESIGN_CONFIG=/design/flow/config.mk WORK_HOME=/design/flow/orfs finish
```

## design/flow/config.mk

```make
export PLATFORM = sky130hd
export DESIGN_NAME = mult_4bits
export DESIGN_NICKNAME = mult_4bits
export VERILOG_FILES = /design/flow/design.v
export SDC_FILE = /design/flow/constraint.sdc
export NUM_CORES = 4
export LEC_CHECK = 1
export CORE_AREA = 10 10 100 100
export DIE_AREA = 0 0 110 110
```

## design/flow/constraint.sdc

```tcl
current_design mult_4bits

set clk_period 2.5
set clk_io_pct 0.2

create_clock -name clk0 -period $clk_period [get_ports {clk_i}]

set non_clock_inputs [all_inputs -no_clocks]
set_input_delay [expr $clk_period * $clk_io_pct] -clock clk0 $non_clock_inputs
set_output_delay [expr $clk_period * $clk_io_pct] -clock clk0 [all_outputs]
```

==> impl_metrics.yaml <==
# synthesis and place-and-route metrics
outcome:
  status: "finished clean"
drt:
  via_count: 955
  diodes: 0
  drt_iter0_markers: 29
  post-route-drc-count: 0
  wire_per_inst_um: 10.86
  vias_per_cell: 3.835
  routed_wl_mm: 2.705
  ant_nets: 0
  dr.pass1.iters: 4
worst_setup_path:
  rr_endpoint: "reg_Y_inst.data_reg[6]"
  crit_path_max_incr_delay_ns: 0.47
  r2r_start: "reg_Y_inst.data_reg[0]"
  worstSetupPathType: "reg -> out"
  arrival_ns: 1.47
  end_kind: "output pin"
  rr_worst_depth: 8
  cp.required_ns: 2.00
  critPathLaunch: "controlador_inst.state[1]"
  worstSetupStartpointType: "register"
  endpoint: "fim_o"
  crit_chain: "and3b_1 > clkdlybuf4s50_1"
  cpMaxStageDelayCell: "clkdlybuf4s50_1"
  r2r_slack_ns: 0.56
  path_max_fanout: 7
layout:
  nFillCells: 856
  final_area_um2: 1652
  comb_area_um2: 614.3
  final_util_pct: 21.15
  syn2layout_area_growth_pct: 32.00
  regArea_um2: 575.6
  drive_gt1_share_pct: 10.88
clock_network:
  cts_setup_buffers: 0
  cts_htree_levels: 1
  root_buffer: "clkbuf_8"
  cts.clk_slew.worst_paths_ns: 0.09
  ctsResizeCount: 0
  cts.sinks: 23
  tritoncts: "built"
  cts_buffer_depth: 2
  worstSkewPairLatency_ns: 0.26
  cts_made_buffers: 3
  postCtsHoldBufs: 0
power_and_ir_drop:
  internal-power_w: 0.001218
  combPwrFrac_pct: 53.9
  seq_power_share_pct: 34.4
  netSwitchingFraction_pct: 38.60
  power_switching_w: 0.0007655
  clkPwrFrac_pct: 11.7
  power.density_nw_per_um2: 1201
  peakVddDrop_mv: 0.3424
  cellLeakagePower_nw: 0.6885
floorplan:
  dieArea_um2: 12100
  fp-utilization_pct: 16.03
  die_h_um: 110
  die_w_um: 110
  rows: 32
  ios: 23
  core_area_um2: 7807
sta:
  period_needed_ns: 1.971
  setup_viol: 0
  tns_ns: 0
  slew_violations: 0
  fmax_ghz: 0.5075
  finalClockSkew_ns: 0.005626
  fin_crit_sh_pct: 78.82
  hold_viol_final: 0
  slew_headroom_pct: 61.82
  tightest_slew_ns: 0.5695
  grt_setup_unrepaired: "no"
synthesis:
  synth_cell_types: 36
  syn_inst: 122
  synth-main-ff-cell: "dfrtp_1"
  async_flop_share_pct: 100.0
  postSynthSeqShare_pct: 46.00
  edf_count: 0
  yosysChipArea_um2: 1251
  yosys_warnings: 3
  top_cells_by_area: "dfrtp_1, ha_1, nand2_1"
  avgSynthCellArea_um2: 10.26
  top_cell_area_share_pct: 46.00
  synth_area_um2: 1251
  synth_flops: 23
  ys_cells: 122
  synth_top_cell_by_area: "dfrtp_1"
global_route:
  antenna_found_initial: 0
  grt_pass1_vias: 942
  grt_start_max_net_pins: 24
  grt_pass1_wl_mm: 4.671
  overflow: 0
  grtUsageTotal_pct: 4.718
placed_design:
  io_buffers: 22
  place_area_um2: 1605
  dp_hpwl_mm: 2.103
  gp_congestion: 0.8164
run:
  drv_cap: 0
  warnings: 25
worst_hold_path:
  hold_path_class: "reg -> reg"
-- critical path: cells and delay by family, from the launching register on --
kind	cells	cell delay (ns)
buffers and inverters	1	0.47
and+or+nand+nor	1	0.27
DFF	1	0.46
-- worst min-delay path by stage --
stage	startpoint	to	slack (ns)	cells after the start
global route	reg_B_inst.data_reg[2]	reg_B_inst.data_reg[1]	0.49	1
finish	reg_B_inst.data_reg[2]	reg_B_inst.data_reg[1]	0.48	1
CTS	reg_B_inst.data_reg[2]	reg_B_inst.data_reg[1]	0.48	1
-- Yosys cell counts, types with 3 or more instances --
master / count
mux2i_1: 4
dfrtp_1: 23
nand2b_1: 3
o21ai_0: 3
xnor2_1: 4
ha_1: 7
mux2_2: 3
o22ai_1: 7
a21oi_1: 6
nor2_1: 8
inv_1: 10
o31ai_1: 3
nand2_1: 12
-- power by group through the flow --
stage | logic, W | registers [W] | clock network (W)
CTS | 0.00109 | 0.000687 | 0.000245
global route | 0.00122 | 0.000709 | 0.000264
finish | 0.00107 | 0.000683 | 0.000232
-- cells in the final DEF, fill, tap and decap left out, drive strengths merged --
master	instances
clkinv	1
nand2	12
o311ai	1
o211ai	1
or2	2
fa	1
nor2	8
nor4	2
and3b	1
xor2	1
xnor2	4
buf	4
a22o	2
mux2	3
a21o	1
nor3	1
o31ai	3
o21bai	1
o22ai	7
o41a	1
or3	1
nand2b	3
clkbuf	3
a21oi	6
o41ai	2
dfrtp	23
and2	1
inv	10
nand3	1
nor2b	1
ha	7
o21ai	3
a211oi	3
mux2i	4
clkdlybuf4s50	22
-- cell families after synthesis --
kind of cell,count (synthesis),synth area share [%]
AND-OR/OR-AND,31,18.20
XOR/XNOR,5,3.500
adder cells (fa/ha/maj),8,8.600
buffers and inverters,15,4.900
flip-flops,23,46.00
multiplexers,7,5.900
AND/OR/NAND/NOR,33,12.90
-- stage by stage --
stage	std cells	hold WS (ns)	total power, W	setup slack, ns
floorplan	122	0.2044	0.001417	0.6828
global placement	245	0.4608	0.001769	0.5693
detailed placement	245	0.4662	0.001777	0.5639
CTS	249	0.4825	0.002021	0.4917
global route	249	0.4891	0.002197	0.3574
finish	249	0.4756	0.001983	0.5294
-- metal layers --
metal / part of all wire, % / up-vias / global-route usage, %
met5: 0 / - / 0
met4: 0.18 / 0 / 0.2788
met3: 7.0 / 2 / 1.645
met2: 44 / 26 / 7.197
met1: 49 / 443 / 6.642
li1: - / 484 / -
-- final cells by class --
class / count / area share, %
multi-input combinational: 84 / 37.20
sequential: 23 / 34.85
timing repair buffer: 26 / 15.15
tap: 102 / 7.727
clock buffer: 3 / 2.500
inverter: 10 / 2.273
clock inverter: 1 / 0.3030
Power figures rest on the tool's default switching activity, not on a simulated workload.
